### flow/constraint.sdc
current_design te_filter

set clk_period 5.6
set clk_io_pct 0.2

create_clock -name clk0 -period $clk_period

set non_clock_inputs [all_inputs -no_clocks]
set_input_delay [expr $clk_period * $clk_io_pct] -clock clk0 $non_clock_inputs
set_output_delay [expr $clk_period * $clk_io_pct] -clock clk0 [all_outputs]
### flow/config.mk
export PLATFORM = sky130hd
export DESIGN_NAME = te_filter
export DESIGN_NICKNAME = te_filter
export VERILOG_FILES = /design/flow/design.v
export SDC_FILE = /design/flow/constraint.sdc
export NUM_CORES = 4
export LEC_CHECK = 1
export CORE_AREA = 10 10 402 402
export DIE_AREA = 0 0 412 412
### flow/run.sh
#!/bin/bash
# OpenROAD 26Q1-2900-gdf79404cd8, Yosys 0.63+post, stock flow scripts
make -C /OpenROAD-flow-scripts/flow DESIGN_CONFIG=/design/flow/config.mk WORK_HOME=/design/flow/orfs finish
### flow/design.v
package te_pkg;
    localparam PRIV_LEN = 2;  
    localparam INST_LEN = 32;
    localparam PTYPE_LEN = 4;  
    localparam P_LEN = 5;
    localparam PAYLOAD_LEN = 248;
    localparam TRIGGER_LEN = 4;
    localparam CTYPE_LEN = 2;
    localparam XLEN = 64;
    localparam CAUSE_UPPER = 8'h5;
    localparam CAUSE_LOWER = 8'h6;
    localparam CAUSE_MATCH = 8'h7;
    localparam TVEC_UPPER_L = 8'h8;  
    localparam TVEC_UPPER_M = 8'h9;  
    localparam TVEC_LOWER_L = 8'ha;  
    localparam TVEC_LOWER_M = 8'hb;  
    localparam TVEC_MATCH_L = 8'hc;  
    localparam TVEC_MATCH_M = 8'hd;  
    localparam TVAL_UPPER_L = 8'he;  
    localparam TVAL_UPPER_M = 8'hf;  
    localparam TVAL_LOWER_L = 8'h10;  
    localparam TVAL_LOWER_M = 8'h11;  
    localparam TVAL_MATCH_L = 8'h12;  
    localparam TVAL_MATCH_M = 8'h13;  
    localparam IADDR_UPPER_L = 8'h16;  
    localparam IADDR_UPPER_M = 8'h17;  
    localparam IADDR_LOWER_L = 8'h18;  
    localparam IADDR_LOWER_M = 8'h19;  
    localparam IADDR_MATCH_L = 8'h1a;  
    localparam IADDR_MATCH_M = 8'h1b;  
    localparam CYCLE_MODE = 0;
    localparam PACKET_MODE = 1;
    localparam CALL_COUNTER_SIZE = '0;
    localparam RETURN_STACK_SIZE = '0;
    localparam BRANCH_MAP_LEN = 31;
    localparam BRANCH_COUNT_LEN = 5;
    localparam RANGE_MODE = 1'b0;
    localparam EQUAL_MODE = 1'b1;
    localparam TIME_LEN = 64;
    localparam ITYPE_LEN = 4;
    localparam IRETIRE_LEN = 32;
    localparam CAUSE_ENABLE_MODE = 8'h0;
    localparam TVEC_ENABLE_MODE = 8'h1;
    localparam TVAL_ENABLE_MODE = 8'h2;
    localparam PRIV_ENABLE_MODE = 8'h3;
    localparam IADDR_ENABLE_MODE = 8'h4;
    localparam PRIV_RANGE = 8'h14;
    localparam PRIV_MATCH = 8'h15;
    localparam TRACE_STATE = 8'h1c;
    localparam LOSSLESS_TRACE = 8'h1d;
    localparam SHALLOW_TRACE = 8'h1e;
    localparam NO_TIME = 8'h1f;
    localparam NO_CONTEXT = 8'h20;
    localparam DELTA_ADDRESS = 8'h21;
    localparam FULL_ADDRESS = 8'h22;
    localparam IMPLICIT_EXCEPTION = 8'h23;
    localparam SIJUMP = 8'h24;
    localparam IMPLICIT_RETURN = 8'h25;
    localparam BRANCH_PREDICTION = 8'h26;
    localparam JUMP_TARGET_CACHE = 8'h27;
typedef enum logic[1:0] { 
    F_OPT_EXT       = 2'h0,
    F_DIFF_DELTA    = 2'h1,
    F_ADDR_ONLY     = 2'h2,
    F_SYNC          = 2'h3
} format_e;
typedef enum logic[1:0] { 
    SF_START    = 2'h0,
    SF_TRAP     = 2'h1,
    SF_CONTEXT  = 2'h2,
    SF_SUPPORT  = 2'h3
} f_sync_subformat_e;
typedef enum logic[0:0] {
    SF_PBC = 1'h0,  
    SF_JTC = 1'h1  
} f_opt_ext_subformat_e;
typedef enum logic[1:0] {
    NO_CHANGE   = 2'h0,
    ENDED_REP   = 2'h1,
    TRACE_LOST  = 2'h2,
    ENDED_NTR   = 2'h3
} qual_status_e;
typedef struct packed {
    logic delta_address_en;
    logic full_address_en;
    logic implicit_exception_en;
    logic sijump_en;
    logic implicit_return_en;
    logic branch_prediction_en;
    logic jump_target_cache_en;
} ioptions_s;
typedef enum logic[3:0] {
    F0SF0   = 4'h0,
    F0SF1   = 4'h1,
    F1      = 4'h4,
    F2      = 4'h8,
    F3SF0   = 4'hC,
    F3SF1   = 4'hD,
    F3SF2   = 4'hE,
    F3SF3   = 4'hF
} it_packet_type_e;  
endpackage
module te_filter
(
    input logic                         trace_enable_i,
    input logic                         cause_filter_i,
    input logic [te_pkg::XLEN-1:0]      upper_cause_i,
    input logic [te_pkg::XLEN-1:0]      lower_cause_i,
    input logic [te_pkg::XLEN-1:0]      match_cause_i,
    input logic                         cause_mode_i,
    input logic [te_pkg::XLEN-1:0]      cause_i,
    input logic                         tvec_filter_i,
    input logic [te_pkg::XLEN-1:0]      upper_tvec_i,
    input logic [te_pkg::XLEN-1:0]      lower_tvec_i,
    input logic [te_pkg::XLEN-1:0]      match_tvec_i,
    input logic                         tvec_mode_i,
    input logic [te_pkg::XLEN-1:0]      tvec_i,
    input logic                         tval_filter_i,
    input logic [te_pkg::XLEN-1:0]      upper_tval_i,
    input logic [te_pkg::XLEN-1:0]      lower_tval_i,
    input logic [te_pkg::XLEN-1:0]      match_tval_i,
    input logic                         tval_mode_i,
    input logic [te_pkg::XLEN-1:0]      tval_i,
    input logic                         priv_lvl_filter_i,
    input logic [te_pkg::PRIV_LEN-1:0]  upper_priv_i,
    input logic [te_pkg::PRIV_LEN-1:0]  lower_priv_i,
    input logic [te_pkg::PRIV_LEN-1:0]  match_priv_i,
    input logic                         priv_lvl_mode_i,
    input logic [te_pkg::PRIV_LEN-1:0]  priv_i,
    input logic                         iaddr_filter_i,
    input logic [te_pkg::XLEN-1:0]      upper_iaddr_i,
    input logic [te_pkg::XLEN-1:0]      lower_iaddr_i,
    input logic [te_pkg::XLEN-1:0]      match_iaddr_i,
    input logic                         iaddr_mode_i,
    input logic [te_pkg::XLEN-1:0]      iaddr_i,
    output logic                        nc_qualified_o
);
    logic cause_in_range;
    logic cause_equals;
    logic tvec_in_range;
    logic tvec_equals;
    logic tval_in_range;
    logic tval_equals;
    logic priv_lvl_in_range;
    logic priv_lvl_equals;
    logic iaddr_in_range;
    logic iaddr_equals;
    assign cause_in_range = cause_mode_i == te_pkg::RANGE_MODE &&
                            cause_i <= upper_cause_i &&
                            cause_i >= lower_cause_i;
    assign cause_equals =   cause_mode_i == te_pkg::EQUAL_MODE &&
                            cause_i == match_cause_i;
    assign tvec_in_range =  tvec_mode_i == te_pkg::RANGE_MODE &&
                            tvec_i <= upper_tvec_i &&
                            tvec_i >= lower_tvec_i;
    assign tvec_equals =    tvec_mode_i == te_pkg::EQUAL_MODE &&
                            tvec_i == match_tvec_i;
    assign tval_in_range =  tval_mode_i == te_pkg::RANGE_MODE &&
                            tval_i <= upper_tval_i &&
                            tval_i >= lower_tval_i;
    assign tval_equals =    tval_mode_i == te_pkg::EQUAL_MODE &&
                            tval_i == match_tval_i;
    assign priv_lvl_in_range =  priv_lvl_mode_i == te_pkg::RANGE_MODE &&
                                priv_i <= upper_priv_i &&
                                priv_i >= lower_priv_i;
    assign priv_lvl_equals =    priv_lvl_mode_i == te_pkg::EQUAL_MODE &&
                                priv_i == match_priv_i;
    assign iaddr_in_range = iaddr_mode_i == te_pkg::RANGE_MODE &&
                            iaddr_i <= upper_iaddr_i &&
                            iaddr_i >= lower_iaddr_i;
    assign iaddr_equals =   iaddr_mode_i == te_pkg::EQUAL_MODE &&
                            iaddr_i == match_iaddr_i;
    assign nc_qualified_o = ((cause_filter_i && (cause_in_range || cause_equals)) ||
                            ~cause_filter_i) &&  
                            ((tvec_filter_i && (tvec_in_range || tvec_equals)) ||
                            ~tvec_filter_i) &&  
                            ((tval_filter_i && (tval_in_range || tval_equals)) ||
                            ~tval_filter_i) &&  
                            ((priv_lvl_filter_i && (priv_lvl_in_range || priv_lvl_equals)) ||
                            ~priv_lvl_filter_i) &&  
                            ((iaddr_filter_i && (iaddr_in_range || iaddr_equals)) ||
                            ~iaddr_filter_i) &&  
                            trace_enable_i;
endmodule
==> results.py <==
# Auto-generated metrics
metrics = {
    "status": {
        "outcome": "completed",
    },
    "worst_hold_path": {
        "hold_class": "input pin to output pin",
    },
    "final_layout": {
        "clockBufferCount": 0,
        "final_layout_top_logic_cells": "clkdlybuf4s50_1, inv_1, ha_1",
        "fillers": 16885,
        "layout_top_cell": "clkdlybuf4s50_1",
        "regArea_um2": 0,
        "syn_to_final_growth_pct": 100,
        "fin_area_um2": 31700,
        "drive_gt1_share_pct": 10.8,
        "flops": 0,
    },
    "timing": {
        "fmax_ghz": 0.181,
        "rsz0062_at_grt": "yes",
        "drv_slew": 0,
        "hold_viol": 0,
        "period_needed_ns": 5.54,
        "worst_pin_slew_ns": 0.940,
        "fin_crit_sh_pct": 98.9,
        "slew_headroom_pct": 37.1,
        "setup_viol": 0,
    },
    "power": {
        "switching_power_mw": 1.15,
        "powerDensity_nw_per_um2": 75.8,
        "intPower_mw": 1.26,
        "p_sw_share_pct": 47.7,
        "leakagePower_nw": 15.5,
        "power.total_mw": 2.41,
        "vdd_ir_drop_max_mv": 0.0296,
    },
    "synth": {
        "yosysSeqAreaShare_pct": 0,
        "synthDistinctLibCells": 62,
        "top_area_cell": "ha_1",
        "ys_cells": 2227,
        "synth_chip_area_um2": 15900,
        "syn_avg_cell_area_um2": 7.12,
        "synth_warnings": 0,
        "top_cell_area_share_pct": 40.7,
        "syn_inst": 2227,
        "area_leaders": "ha_1, inv_1, xor2_1",
        "syn-cell-area_um2": 15900,
    },
    "floorplanning": {
        "row_count": 143,
        "ios": 1044,
        "die-width_um": 412,
        "core_area_um2": 152000,
        "die_area_um2": 170000,
        "initCoreUtil_pct": 10.4,
        "die_h_um": 412,
    },
    "placed_design": {
        "place_area_um2": 30800,
        "portBuffers": 1044,
        "dp_hpwl_um": 152000,
        "gp_congestion": 1.05,
    },
    "global_routing": {
        "use_met2_pct": 32.8,
        "grtUsageMet1_pct": 21.5,
        "grt-ovfl-total": 0,
        "grt_pass1_wl_um": 201000,
        "gr-max-usage-layer": "met2",
        "grt_max_degree": 5,
        "met3_usage_pct": 3.03,
        "grt_pass1_vias": 22503,
        "grt_usage_pct": 17.9,
        "antenna_found_initial": 73,
    },
    "worst_setup_path": {
        "crit_end": "nc_qualified_o",
        "end_kind": "output pin",
        "slowest_stage": "clkdlybuf4s50_1",
        "worst-path-max-fanout": 2,
        "startpoint": "cause_i[47]",
        "path_common_cell": "buf_4",
        "critical_path_depth": 12,
        "cp-start-kind": "input pin",
        "cpPeakStageDelay_ns": 0.64,
        "crit_family": "simple AND/OR/NAND/NOR gates",
        "crit_arrival_ns": 4.42,
        "critPathRequiredTime_ns": 4.48,
        "cp_cell_sequence": "clkdlybuf4s50_1 -> ha_1 -> nand4_1 -> nor4_1 -> buf_4 -> nand4_1 -> or4_1 -> buf_4 -> o21ai_2 -> a21oi_4 -> nor4b_4 -> buf_4",
        "crit_buf_inv": 4,
        "worstSetupPathType": "input pin to output pin",
    },
    "drt": {
        "dr.pass1.iters": 7,
        "vias": 21643,
        "wl_per_cell_um": 28.3,
        "wl_um": 158000,
        "drtIter0Drc": 1182,
        "routed_via_density": 3.88,
        "ant_nets": 0,
        "drc": 0,
    },
    "run": {
        "tool_warnings": 34,
        "cap_viol_max_count": 0,
    },
    "clock_tree": {
        "hold_buffers": 0,
    },
}
-- Yosys cell counts (2+ instances only) --
master	count
nor3_1	26
o2111ai_1	6
xnor2_1	76
and3_1	3
nor2_1	61
a211o_1	3
a2111oi_0	8
o21bai_1	4
o211ai_1	14
and4_1	7
a222oi_1	2
nor4_1	49
ha_1	516
or4_2	3
nand3_1	41
inv_1	569
a21o_1	58
o31ai_1	5
a22o_1	6
or4_1	6
a221oi_1	18
o21a_1	6
o221ai_1	5
o31a_1	2
a221o_1	9
a21o_2	2
nand2_1	100
nand4_1	121
nand2b_1	15
and4_2	2
o21ai_0	83
or3_1	2
xor2_1	132
a211oi_1	20
nor2b_1	16
o41ai_1	2
o2bb2ai_1	4
a31oi_1	9
o22ai_1	16
a21oi_1	178
-- metrics by stage --
| stage | TNS [ns] | utilization (%) | instances | worst slack (ns) | hold slack [ns] |
|---|---|---|---|---|---|
| finish | 0 | 20.9 | 5585 | 0.0612 | 3.24 |
| global route | -0.0138 | 20.8 | 5572 | -0.0138 | 3.30 |
| CTS | -0.115 | 20.5 | 5549 | -0.115 | 3.34 |
| detailed placement | -1.05 | 20.2 | 5545 | -1.05 | 3.36 |
| global placement | -1.07 | 20.2 | 5545 | -1.07 | 3.36 |
| floorplan | 0 | - | 2227 | 1.13 | 2.34 |
-- layer usage --
layer  vias to the layer above  routed length [µm]
met1                     10098               62000
met4                        14                4620
met5                         -                  93
met3                       180                9850
li1                      10460                   -
met2                       891               81800
-- layout make-up --
| class | count | area, µm² | area share [%] |
|---|---|---|---|
| diodes | 32 | 80.1 | 0.252 |
| inverters | 569 | 2140 | 6.74 |
| multi-input cells | 1658 | 14400 | 45.5 |
| well taps | 2030 | 2540 | 8.00 |
| repair buffers | 1296 | 12500 | 39.5 |
-- worst min-delay path: stages --
cell and delay (ns):
clkdlybuf4s50_1 0.48, nand4_1 0.17, buf_4 0.16, nor4b_4 0.06, buf_4 0.13
-- cell families (layout without fill, tap and decap cells) --
| group | count (synthesis) | count (layout) | share of synthesized area [%] |
|---|---|---|---|
| buffers and inverters | 569 | 1865 | 13.5 |
| AND-OR/OR-AND | 469 | 469 | 18.6 |
| other | 0 | 32 | 0 |
| AND/OR/NAND/NOR | 465 | 465 | 15.7 |
| XOR/XNOR | 208 | 208 | 11.5 |
| adder cells (fa/ha/maj) | 516 | 516 | 40.7 |
-- power groups by stage --
| stage | Sequential (mW) | Combinational, mW | Clock (mW) |
|---|---|---|---|
| after global routing | 0 | 2.62 | 0.000000459 |
| after CTS | 0 | 2.40 | 0 |
-- how the worst min path moves through the flow --
stage	cells after the start	end	startpoint
after CTS	5	nc_qualified_o	trace_enable_i
after global routing	5	nc_qualified_o	trace_enable_i
final	5	nc_qualified_o	trace_enable_i
-- what timing repair did --
item	4_1_cts	5_1_grt
setup endpoints to repair	1	1
setup buffers	6	5
resized	179	139
pin swaps	51	51
Power is estimated from default activity; no workload was simulated.
